$ cat flow/design.v
`timescale 1ns / 1ps
module alu(
    input [31:0] A,
    input [31:0] B,
    input [2:0] F,
    output reg [31:0] Y,
    output reg Cout,
    output reg Zero
    );
wire [31:0] BB;
assign BB=F[2]?~B:B;
always@(*)begin
    if(F[0]==0&&F[1]==0)
        Y=A&BB;
    if(F[0]==1&&F[1]==0)
        Y=A|BB;
    if(F[0]==0&&F[1]==1)
        Y=A+BB;
    if(F[0]==1&&F[1]==1)
        Y=A<B?1:0;
    Cout=A+BB>=2^32?1:0;
    Zero=A==0?1:0;
end
endmodule
$ cat flow/run.sh
#!/bin/bash
# OpenROAD 26Q1-2900-gdf79404cd8, Yosys 0.63+post, stock flow scripts
make -C /OpenROAD-flow-scripts/flow DESIGN_CONFIG=/design/flow/config.mk WORK_HOME=/design/flow/orfs finish
$ cat flow/config.mk
export PLATFORM = sky130hd
export DESIGN_NAME = alu
export DESIGN_NICKNAME = alu
export VERILOG_FILES = /design/flow/design.v
export SDC_FILE = /design/flow/constraint.sdc
export NUM_CORES = 4
export LEC_CHECK = 1
export CORE_UTILIZATION = 50
$ cat flow/constraint.sdc
current_design alu

set clk_period 16.8
set clk_io_pct 0.2

create_clock -name clk0 -period $clk_period

set non_clock_inputs [all_inputs -no_clocks]
set_input_delay [expr $clk_period * $clk_io_pct] -clock clk0 $non_clock_inputs
set_output_delay [expr $clk_period * $clk_io_pct] -clock clk0 [all_outputs]
==> metrics.yaml <==
status:
  status: "finished, final reports clean"
sta:
  max_freq_mhz: 93.17
  worstMarginPinSlew_ns: 0.6532
  final-setup-viol-count: 0
  hold_viol: 0
  untimed_endpoints: 32
  rsz0062_at_grt: "false"
  maxSlewHeadroom: 0.5532
  unclocked_pins: 32
  finalSetupTns_ns: 0
  min_period_ns: 10.73
  fin_ws_ns: 6.067
  final-max-slew-violation-count: 0
  fin_crit_sh: 0.6389
synthesis:
  top_cell_area_share: 0.2534
  synth_cells: 648
  synth_chip_area_um2: 4691
  synth_cell_type_count: 63
  synth.avg_cell_area_um2: 7.239
  ys_warn_count: 1
  synthTopCellsByArea: "ha_1 25%, dlxtn_1 10%, inv_1 9.0%"
  synthArstFlopShare: 0
  netlist_area_um2: 4691
  edf_count: 0
  yosysCellCount: 648
  ys.flop_type: "dlxtn_1"
  yosys.area.top_type: "ha_1"
  common_cells: "112 x inv_1, 95 x ha_1, 52 x nand2_1, 44 x xor2_1, 41 x a21oi_1"
  most_common_cell: "inv_1"
  ys.flops: 32
route:
  drt_iter0_markers: 205
  drc: 0
  viasPerCell: 5.297
  firstDrtPassIters: 5
  drt_wl_total_um: 12300
  ant_nets: 0
  vias: 4571
  num_antenna_cells: 0
  wl_per_cell_um: 14.25
critical_path:
  end_kind: "output port"
  worst_path_max_delay_cell: "a221oi_1"
  cp_max_fo: 32
  critPathRequiredTime_ns: 13.44
  crit_type: "input pin to output port"
  cp-start-kind: "input pin"
  crit_path_cell_trace: "buf_2, buf_4, xor2_1, inv_1, ha_1, a21oi_1, o21ai_0, a221oi_1, o211ai_1, a211oi_1, xor2_1, o22ai_1, dlxtn_1, clkdlybuf4s50_1"
  path_common_cell: "xor2_1"
  cpPeakStageDelay_ns: 0.62
  crit_arrival_ns: 7.37
global_route:
  grt_first_pass_wirelength_um: 20240
  grt_pass1_vias: 4112
  grt_max_degree: 63
  grt_overflow: 0
  grt_usage: 0.2585
  antenna_found_initial: 0
hold_path:
  hp-class: "input pin to output port"
layout:
  final_util: 0.6549
  largest_reg_flops: 32
  drive_above_1_share: 0.02517
  area_growth_pct: 24.14
placed_design:
  gp_congestion: 0.9253
  post-dp-hpwl_um: 10190
  dp_slack_ns: 6.178
  io_buffers: 100
pwr:
  vdd_drop_max_uv: 17.48
  powerDensity_nw_per_um2: 36.12
  leakagePower_nw: 3.017
  finalPower_w: 0.0002103
floorplan:
  die_area_um2: 9773
  dieWidth_um: 98.86
  core_area_um2: 8891
  pin_count: 101
  die_h_um: 98.86
  std_cell_rows: 34
  fp-utilization: 0.5276
cts:
  cts.repair.resized: 0
  cts_setup_buffers: 0
  cts_hold_buf: 0
job:
  maxCapViolations: 0
  warning_count: 58
==> area by class of cell <==
| cell class | count | area, um2 |
|---|---|---|
| Inverter | 112 | 420.4 |
| Tap cell | 108 | 135.1 |
| Sequential cell | 32 | 480.5 |
| Fill cell | 758 | 3068 |
| Timing Repair Buffer | 104 | 1021 |
| Multi-Input combinational cell | 507 | 3766 |
==> through the flow <==
stage | instances | hold slack (ns) | area, um2
floorplan | 679 | 6.817 | 4807
detailed placement | 863 | 7.836 | 5823
global route | 863 | 7.869 | 5823
CTS | 863 | 7.837 | 5823
global placement | 863 | 7.835 | 5823
finish | 863 | 7.824 | 5823
==> worst max-delay path, delay by kind of cell <==
family	cells	cell delay (ns)
adder cells (fa/ha/maj)	1	0.36
AND-OR/OR-AND	6	1.82
buffers and inverters	4	1.07
XOR/XNOR	2	0.37
latches	1	0.36
==> layout by cell type, fill, tap and decap left out, drive strengths merged, types with 3 or more instances in the layout <==
cell	Yosys	routed
inv	112	112
clkdlybuf4s50	0	98
ha	95	95
nand2	52	52
xor2	44	44
a21oi	43	43
o21ai	40	40
conb	2	33
dlxtn	32	32
o22ai	22	22
a21o	21	21
nor2	19	19
xnor2	13	13
nand4	13	13
nand3	9	9
and3	8	8
o211ai	8	8
nor3	8	8
nor4	8	8
a211oi	8	8
mux2i	7	7
o21a	7	7
buf	13	6
nand2b	5	5
o32ai	5	5
nor2b	3	3
o21bai	3	3
a221oi	3	3
==> cell families (layout without fill, tap and decap cells) <==
group,count (synthesis),count (layout),share of synthesized area
buf+inv,140,216,0.1195
latches,32,32,0.1024
fa+ha+maj,96,96,0.2577
compound gates,180,180,0.2558
mux,7,7,0.01494
simple gates,134,134,0.1416
other cells,2,33,0.001601
xor+xnor,57,57,0.1064
==> per-layer routing <==
| metal | vias up | global-route usage | part of all wire |
|---|---|---|---|
| li1 | 2426 | - | - |
| met1 | 2022 | 0.4290 | 0.52 |
| met2 | 121 | 0.3959 | 0.43 |
| met3 | 2 | 0.001443 | 0.050 |
| met4 | 0 | 0.008037 | 0.0026 |
| met5 | - | 0 | 0 |
==> worst paths after layout <==
check,startpoint,end,slack (ns),cells past startpoint
setup / recovery,F[2],Y[31],6.07,14
hold / removal,A[8],Zero,7.82,5
==> where the power goes <==
part | leakage [nW] | internal, W | total, W | switching, W
clock network | 0 | 0 | 0 | 0
registers | 0.256 | 0.0000108 | 0.0000120 | 0.00000120
logic | 2.76 | 0.0000912 | 0.000198 | 0.000107
total | 3.02 | 0.000102 | 0.000210 | 0.000108
Power figures rest on the tool's default switching activity, not on a simulated workload.
