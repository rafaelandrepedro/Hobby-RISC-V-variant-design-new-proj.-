## config.mk

```make
export PLATFORM = sky130hd
export DESIGN_NAME = data_memory
export DESIGN_NICKNAME = data_memory
export VERILOG_FILES = /design/flow/design.v
export SDC_FILE = /design/flow/constraint.sdc
export NUM_CORES = 4
export LEC_CHECK = 1
export CORE_UTILIZATION = 50
```

## constraint.sdc

```tcl
current_design data_memory

set clk_period 5.6
set clk_io_pct 0.2

create_clock -name clk0 -period $clk_period [get_ports {CLK}]

set non_clock_inputs [all_inputs -no_clocks]
set_input_delay [expr $clk_period * $clk_io_pct] -clock clk0 $non_clock_inputs
set_output_delay [expr $clk_period * $clk_io_pct] -clock clk0 [all_outputs]
```

## design.v

```verilog
`timescale 1ns / 1ps
module data_memory(
    input CLK,
    input WE,
    input [31:0] A,
    input [31:0] WD,
    output reg [31:0] RD
    );
reg [7:0] Memory [2^32-1:0];
always@(posedge CLK)begin
    if(WE)begin
        {Memory[A],Memory[A+1],Memory[A+2],Memory[A+3]}<=WD;
        RD<=WD;
    end
    if(~WE)begin
        RD<={Memory[A],Memory[A+1],Memory[A+2],Memory[A+3]};
    end
end
endmodule
```

## run.sh

```bash
#!/bin/bash
# OpenROAD 26Q1-2900-gdf79404cd8, Yosys 0.63+post, stock flow scripts
make -C /OpenROAD-flow-scripts/flow DESIGN_CONFIG=/design/flow/config.mk WORK_HOME=/design/flow/orfs finish
```

==> results.yml <==
# yosys + openroad results
clock_network:
  htree_levels: 2
  cts_tree: "done"
  clock_latency_ns: 0.57
  ctsResizeCount: 0
  clkSinkCount: 272
  cts_setup_buffers: 0
  postCtsHoldBufs: 0
  cts.clk_slew.worst_paths_ns: 0.05
  numCtsBuffers: 35
  cts_root_buffer: "clkbuf_16"
  clockBufferDepth: 3
flow_run:
  cap_violations: 0
  log.warning_count: 58
setup_path:
  cp-start-kind: "primary input"
  setup.worst_path.end_class: "flop"
  worst-path-max-fanout: 27
  cp_data_arrival_time_ns: 4.69
  worstPathRequired_ns: 5.83
  critical_path_class: "in2reg"
cells_and_area:
  mostFrequentLayoutCells: "nand2_1 (326), mux2i_1 (315), edfxtp_1 (240)"
  drive_gt1_share_pct: 21.03
  lay_top_count: "nand2_1"
  area_growth_pct: 10.80
  finalInstanceArea_um2: 27520
  fillers: 4102
routing:
  routed_wl_um: 115900
  drcViolationCount: 0
  drt_iter0_markers: 2693
  viasPerCell: 7.197
  dr.pass1.iters: 6
  wire_per_inst_um: 36.84
  num_vias: 22636
  postRouteAntennaNets: 0
floorplanning:
  die_w_um: 224.9
  die_area_um2: 50570
  io_pins: 98
  fp.coreArea_um2: 48950
  fp_util_pct: 50.74
  die_y_um: 224.9
  rows: 81
sta:
  fin_crit_ns: 4.456
  tightest_slew_ns: 0.9824
  finalClockSkew_ns: 0.03191
  rsz0062_at_grt: "no"
  fin_crit_sh_pct: 79.57
  maxSlewViolCount: 0
  finalSetupTns_ns: 0
  finalSetupViolCount: 0
  finalHoldViolCount: 0
  max_freq_ghz: 0.2244
  relSlewSlack_pct: 34.30
global_route:
  busiest_layer: "met1"
  grt_pass1_wl_um: 162200
  grt_pass1_vias: 21712
  globalRouteMet2Util_pct: 64.17
  antenna_found_initial: 7
  grt_usage_pct: 49.81
  overflow: 0
  grt_start_max_net_pins: 95
  grt_util_met3_pct: 34.79
  use_met1_pct: 64.76
placed_design:
  post_dp_cell_area_um2: 26420
  place_congestion: 1.148
  portBuffers: 70
  dp_hpwl_um: 80570
synth:
  ys_seq_share_pct: 31.59
  ys_top_cells_by_area: "edfxtp_1 (29%), mux4_2 (18%), mux2i_1 (13%)"
  avgSynthCellArea_um2: 10.15
  ys_ff: 272
  ys_cells: 2447
  async_reset_ff_share_pct: 0
  postSynthCellCount: 2447
  ys_area_um2: 24840
  edf_count: 240
  yosys_warnings: 1
  ff_type: "edfxtp_1"
  top_area_share_pct: 29.01
  largest_area_cell: "edfxtp_1"
  syn_area_um2: 24840
  synth_cell_types: 86
hold_path:
  hold_class: "reg2reg"
status:
  status: "finished, final reports clean"
power:
  seq_power_share_pct: 38.3
  vdd_ir_drop_max_mv: 0.2035
  swShare_pct: 34.03
  p_leak_nw: 10.00
  p_int_w: 0.004308
  p_switching_w: 0.002222
  pwr-share-clk_pct: 33.6
  powerDensity_nw_per_um2: 237.3
  p_comb_share_pct: 28.1
## cell usage after synthesis (all sizes together), types with 6 or more instances
cell type	count
buf	99
clkbuf	150
nand2b	11
and3	8
dfxtp	32
a221oi	17
edfxtp	240
a21o	32
inv	16
mux4	202
a32oi	19
a21oi	46
ha	8
a2111o	13
nor2b	26
mux2i	315
nand2	332
or3	6
a211oi	111
mux2	55
a31oi	20
nor3	27
and2	9
nand4	7
nor2	179
nand3	46
clkinv	19
o21ai	243
o22ai	83
## per-layer routing
| metal | vias to the layer above | share of wire, % |
|---|---|---|
| met5 | - | 0.29 |
| met4 | 16 | 6.6 |
| met3 | 387 | 18 |
| met2 | 1859 | 40 |
| met1 | 10851 | 34 |
| li1 | 9523 | - |
## metrics by stage
step	setup slack, ns	instances	power, W	utilization [%]	hold WS (ns)
after global routing	1.086	3142	0.006679	56.21	1.004
after floorplan	1.408	2447	0.003515	-	0.7077
after global placement	0.8474	3077	0.004268	53.97	0.9329
final	1.144	3145	0.006530	56.23	0.9314
after CTS	1.398	3141	0.006447	56.20	0.9276
after detailed placement	0.8029	3077	0.004283	53.97	0.9309
## state kept, by name, summed over array words and instances, names as in the netlist
| name | count |
|---|---|
| Memory | 240 |
| RD | 32 |
## path summary, 6_finish.rpt
| path | start | to | slack [ns] | depth (start not counted) |
|---|---|---|---|---|
| worst max-delay path | A[1] | Memory[2][6] | 1.14 | 6 |
| worst min-delay path | Memory[12][7] | RD[23] | 0.93 | 4 |
| worst max register to register | Memory[1][0] | RD[8] | 3.08 | 5 |
| worst min register to register | Memory[12][7] | RD[23] | 0.93 | 4 |
## cells by family (layout without fill, tap and decap cells)
logic type,Yosys count,after routing,share of synthesized area (%)
flops,272,272,31.59
simple gates,664,664,12.18
fa+ha+maj,8,8,0.4030
mux,572,572,33.50
buf+inv,284,314,5.017
other cells,0,4,0
compound gates,637,637,16.89
xor+xnor,10,10,0.4131
## critical path, stage by stage
cell	delay, ns
buf_4	0.36
inv_1	0.20
ha_1	0.88
nand3_1	0.88
nor2_2	0.80
a2111o_1	0.42
## area by class of cell
type / instances / area, um^2 / share of cell area [%]
multi-input combinational: 1891 / 15790 / 57.38
clock buffer: 43 / 930.9 / 3.382
timing repair buffer: 215 / 1814 / 6.592
antenna: 4 / 10.01 / 0.03637
tap: 664 / 830.8 / 3.019
inverter: 35 / 132.6 / 0.4819
sequential: 272 / 7848 / 28.51
clock inverter: 21 / 163.9 / 0.5955
## power groups by stage
stage | logic, W | clock network (W) | registers, W
after global routing | 0.00189 | 0.00228 | 0.00251
after CTS | 0.00176 | 0.00220 | 0.00249
final | 0.00184 | 0.00219 | 0.00250
Power is estimated from default activity; no workload was simulated.
