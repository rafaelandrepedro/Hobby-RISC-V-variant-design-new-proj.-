File: /design/flow/config.mk
export PLATFORM = sky130hd
export DESIGN_NAME = register_file
export DESIGN_NICKNAME = register_file
export VERILOG_FILES = /design/flow/design.v
export SDC_FILE = /design/flow/constraint.sdc
export NUM_CORES = 4
export LEC_CHECK = 1
export CORE_UTILIZATION = 50
File: /design/flow/constraint.sdc
current_design register_file

set clk_period 29.5
set clk_io_pct 0.2

create_clock -name clk0 -period $clk_period [get_ports {CLK}]

set non_clock_inputs [all_inputs -no_clocks]
set_input_delay [expr $clk_period * $clk_io_pct] -clock clk0 $non_clock_inputs
set_output_delay [expr $clk_period * $clk_io_pct] -clock clk0 [all_outputs]
File: /design/flow/design.v
`timescale 1ns / 1ps
module register_file(
    input CLK,
    input WE3,
    input [4:0] A1,
    input [4:0] A2,
    input [4:0] A3,
    input [31:0] WD3,
    output reg [31:0] RD1,
    output reg [31:0] RD2
    );
reg [31:0] Memory [31:0];
always@(posedge CLK)begin
    if(WE3)begin
        Memory[A3]<=WD3;
    end
    if(WE3&&A1==A3)begin
        RD1<=WD3;
    end 
    else begin
        RD1<=Memory[A1];
    end
    if(WE3&&A2==A3)begin
        RD2<=WD3;
    end 
    else begin
        RD2<=Memory[A2];
    end
end
endmodule
File: /design/flow/run.sh
#!/bin/bash
# OpenROAD 26Q1-2900-gdf79404cd8, Yosys 0.63+post, stock flow scripts
make -C /OpenROAD-flow-scripts/flow DESIGN_CONFIG=/design/flow/config.mk WORK_HOME=/design/flow/orfs finish
==> impl_metrics.ini <==
; flow metrics
[status]
run_status = finished, final reports clean

[finish]
combGateArea_sq_um = 16800
drive_above_1_share_pct = 9.24
regArea_sq_um = 31000
area_delta_synth_final_pct = 12.1
design_area_sq_um = 54900
regMostFlops = Memory
top_regs = Memory (1024)
n_fill_cell = 7250
largest_reg_flops = 1024

[cts]
h-tree-depth = 3
cts-root-buf = clkbuf_16
postCtsHoldBufs = 0
cts.repair.resized = 0
clkSinkCount = 1034
cts_inserted_buffers = 111
cts_tree = done
cts_buffer_depth = 3
path_clk_slew_ns = 0.06
cts_setup_buffers = 0

[grt]
grt_pass1_vias = 32600
grt_pass1_wl_um = 220000
gr-usage-all-layers_pct = 34.1
grt_max_degree = 101
antenna_found_initial = 4
grt_overflow_total = 0

[timing]
setup_tns_ns = 0
final-hold-violation-count = 0
clock.fmax_ghz = 0.0908
drv_slew = 0
tightest_slew_ns = 0.983
fin_crit_sh_pct = 37.3
max_slew_margin_pct = 34.3
timing.hold.ws_ns = 5.64
setup_ws_ns = 18.49
final.min_clock_period_ns = 11.01
rsz0062_at_grt = false
setup-violations-final = 0

[power]
power_leakage_nw = 20.2
power_density_nw_per_um2 = 59.3
ir_drop_v = 0.0000539
power.total_mw = 3.25

[min_path]
min_path_cells = 1
holdCritStartpoint = A2[1]
hp-class = input pin to flop

[critical_path]
arrival_ns = 5.11
start_kind = flop
worstSetupPathType = flop to primary output
crit_fanout = 100
cp.required_ns = 23.60
worstSetupEndpointType = primary output

[placed_design]
port_buffers = 112
place_hpwl_um = 81800
post-place-ws_ns = 19.21
routabilityCongestion = 0.869
post_dp_cell_area_sq_um = 51500

[floorplan]
die_h_um = 315
num_rows = 114
initCoreUtil_pct = 50.6
dieArea_sq_um = 99200
die_x_um = 315
core-area_sq_um = 96900
ios = 113

[detailed_routing]
drtAntennaViolNets = 0
vias_per_cell = 6.45
dr.pass1.iters = 23
drc = 0
wl_per_cell_um = 31.7
drt-initial-drc-count = 2292
vias = 31300
drt_wl_total_um = 154000

[synth]
synth-seq-cells = 1034
yosysTopAreaCell = edfxtp_1
synth_area_sq_um = 49000
top_area_share_pct = 62.8
synth_cells = 3396
ys_cells = 3396
ys_area_sq_um = 49000
ys_seq_share_pct = 63.2
syn_avg_cell_area_sq_um = 14.4
netlist_top_cells_area = edfxtp_1 (63%), mux2i_1 (21%), a22oi_1 (2.9%)
yosys_warnings = 1
synthDistinctLibCells = 24

[flow_run]
warnings = 32
drv_cap = 0
==> cell usage in the layout (no fill, tap or decap) <==
cell / instances
clkinv_2: 31
nand2_1: 193
dfxtp_4: 2
diode_2: 2
nand3b_1: 5
or2_2: 2
clkbuf_16: 114
clkinvlp_4: 1
inv_6: 2
buf_4: 115
nor2_1: 1
dfxtp_1: 8
nand3_1: 194
a22o_1: 128
nor2b_4: 4
clkdlybuf4s50_1: 112
clkinv_8: 1
a31oi_1: 64
clkbuf_1: 20
mux2i_1: 1024
nor2_4: 34
edfxtp_1: 1024
a22oi_1: 192
or3_1: 1
and2_4: 2
a21oi_1: 192
nor3_1: 64
clkinv_1: 30
bufinv_16: 6
nand2b_2: 4
buf_12: 8
nand2_2: 2
or3b_2: 3
==> where the power goes <==
part	leakage [nW]	switching [mW]	internal, mW
combinational	9.21	0.185	0.111
sequential	9.31	0.0109	1.63
clock	1.70	0.560	0.753
==> stage by stage <==
| step | std cells | utilization (%) |
|---|---|---|
| after global placement | 4654 | 53.2 |
| after CTS | 4859 | 56.7 |
| final | 4861 | 56.7 |
| after detailed placement | 4654 | 53.2 |
| after floorplan | 3396 | - |
| after global routing | 4859 | 56.7 |
==> layer usage <==
layer / vias to the layer above / GRT usage [%] / wire, um
met5: - / 2.08 / 202
met4: 11 / 9.21 / 5270
met3: 329 / 24.0 / 26400
met2: 2121 / 47.6 / 68900
met1: 15300 / 44.9 / 53100
li1: 13600 / - / -
==> critical path: stages, from the launching register on <==
cell and delay (ns):
dfxtp_4 0.66, buf_12 0.58, buf_4 0.79, buf_4 0.78, mux2i_1 0.18, a22o_1 0.26, nor3_1 0.18, a31oi_1 0.09
nand3_1 0.19, clkdlybuf4s50_1 0.51
==> cell type report <==
type,instances,area share (%)
Tap cell,1276,2.91
Antenna cell,2,0.00912
Timing Repair Buffer,235,3.91
Clock inverter,71,0.891
Clock buffer,134,5.33
Multi-Input combinational cell,2109,30.6
Sequential cell,1034,56.4
==> logic make-up after synthesis <==
logic type / after synthesis / share of synthesized area, %
buffers and inverters: 253 / 3.20
AOI/OAI and AO/OA: 576 / 8.01
muxes: 1024 / 20.9
DFF: 1034 / 63.2
and+or+nand+nor: 509 / 4.69
==> worst max path at each step <==
stage | from | slack [ns] | cells after the start | endpoint
4_1_cts | flop | 18.47 | 9 | RD1[6]
5_1_grt | flop | 18.31 | 9 | RD1[29]
6_report | flop | 18.49 | 9 | RD1[6]
==> synthesized netlist by cell type <==
master	n
a21oi_1	192
a22o_1	128
a22oi_1	192
a31oi_1	64
and2_1	2
buf_1	1
buf_2	70
buf_4	47
buf_6	45
clkbuf_1	86
clkbuf_4	4
dfxtp_1	10
edfxtp_1	1024
mux2i_1	1024
nand2_1	195
nand2b_1	4
nand3_1	194
nand3b_1	5
nor2_1	35
nor2b_1	4
nor3_1	64
or2_2	2
or3_1	1
or3b_2	3
Power and IR drop assume default switching activity.
